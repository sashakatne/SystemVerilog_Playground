**flow/run.sh**
```bash
#!/bin/bash
# OpenROAD 26Q1-2900-gdf79404cd8, Yosys 0.63+post, stock flow scripts
make -C /OpenROAD-flow-scripts/flow DESIGN_CONFIG=/design/flow/config.mk WORK_HOME=/design/flow/orfs finish
```
**flow/config.mk**
```make
export PLATFORM = sky130hd
export DESIGN_NAME = cascaded_alu
export DESIGN_NICKNAME = cascaded_alu
export VERILOG_FILES = /design/flow/design.v
export SDC_FILE = /design/flow/constraint.sdc
export NUM_CORES = 4
export LEC_CHECK = 1
export CORE_UTILIZATION = 40
```
**flow/constraint.sdc**
```tcl
current_design cascaded_alu

set clk_period 13.6
set clk_io_pct 0.2

create_clock -name clk0 -period $clk_period [get_ports {clk}]

set non_clock_inputs [all_inputs -no_clocks]
set_input_delay [expr $clk_period * $clk_io_pct] -clock clk0 $non_clock_inputs
set_output_delay [expr $clk_period * $clk_io_pct] -clock clk0 [all_outputs]
```
**flow/design.v**
```verilog
interface intf(input logic clk, rst);
        parameter DATA_WIDTH = 16;
        parameter RESULT_WIDTH = 32;
        logic [DATA_WIDTH-1:0] A;
        logic [DATA_WIDTH-1:0] B;
        logic [2:0] op_sel;
        logic start_op;
        logic [RESULT_WIDTH-1:0] result;
        logic end_op;
endinterface
package mipspkg;
    typedef struct packed {
        logic [5:0]  opcode;
        logic [25:0] payload;
    } mips_generic_format_t;
    typedef struct packed {
        logic [5:0] opcode;
        logic [4:0] rs;
        logic [4:0] rt;
        logic [4:0] rd;
        logic [4:0] shamt;
        logic [5:0] funct;
    } mips_r_format_t;
    typedef struct packed {
        logic [5:0]  opcode;
        logic [4:0]  rs;
        logic [4:0]  rt;
        logic [15:0] immediate;
    } mips_i_format_t;
    typedef struct packed {
        logic [5:0]  opcode;
        logic [25:0] address;
    } mips_j_format_t;
    typedef union packed {
        logic [31:0]          raw;
        mips_generic_format_t generic;
        mips_r_format_t       r;
        mips_i_format_t       i;
        mips_j_format_t       j;
    } mips_instruction_t;
    function void DecodeInstruction(input mips_instruction_t instruction);
        logic [5:0] opcode;
        opcode = instruction.generic.opcode;
        $display("Instruction 0x%08h", instruction.raw);
        if (opcode == 6'h00) begin
            $display("  Format: R");
            $display("  opcode=0x%02h rs=%0d rt=%0d rd=%0d shamt=%0d funct=0x%02h",
                     instruction.r.opcode,
                     instruction.r.rs,
                     instruction.r.rt,
                     instruction.r.rd,
                     instruction.r.shamt,
                     instruction.r.funct);
        end else if ((opcode == 6'h02) || (opcode == 6'h03)) begin
            $display("  Format: J");
            $display("  opcode=0x%02h address=0x%07h",
                     instruction.j.opcode,
                     instruction.j.address);
        end else begin
            $display("  Format: I");
            $display("  opcode=0x%02h rs=%0d rt=%0d immediate=0x%04h",
                     instruction.i.opcode,
                     instruction.i.rs,
                     instruction.i.rt,
                     instruction.i.immediate);
        end
        $display("");
    endfunction
endpackage
module cascaded_alu (A1, B1, op_sel, clk, rst, start_op, end_op, result);
    parameter DATA_WIDTH = 16;
    parameter RESULT_WIDTH = 32;
    input [DATA_WIDTH-1:0] A1;
    input [DATA_WIDTH-1:0] B1;
    input [2:0] op_sel;
    input clk;
    input rst;
    input start_op;
    output end_op;
    output [RESULT_WIDTH-1:0] result;
    wire end_op_alu1;  
    wire [RESULT_WIDTH-1:0] result_alu1;  
    alu1 #(.DATA_WIDTH(DATA_WIDTH), .RESULT_WIDTH(RESULT_WIDTH)) alu1
    (
        .A(A1),
        .B(B1),
        .op_sel(op_sel),
        .clk(clk),
        .rst(rst),
        .start_op(start_op),
        .end_op(end_op_alu1),
        .result(result_alu1)
    );
    alu2 #(.DATA_WIDTH(DATA_WIDTH), .RESULT_WIDTH(RESULT_WIDTH)) alu2
    (
        .A(result_alu1[RESULT_WIDTH-1:DATA_WIDTH]),
        .B(result_alu1[DATA_WIDTH-1:0]),
        .op_sel(op_sel),
        .clk(clk),
        .rst(rst),
        .start_op(end_op_alu1),
        .end_op(end_op),
        .result(result)
    );
endmodule
module alu1 (A, B, op_sel, clk, rst, start_op, end_op, result);
    parameter DATA_WIDTH = 16;
    parameter RESULT_WIDTH = 32;
    input [DATA_WIDTH-1:0] A;
    input [DATA_WIDTH-1:0] B;
    input [2:0] op_sel;
    input clk;
    input rst;
    input start_op;
    output end_op;
    output [RESULT_WIDTH-1:0] result;
    wire [RESULT_WIDTH-1:0] result_zero, result_single, result_mult;
    wire start_op_zero, start_op_single, start_op_mult, end_op_zero, end_op_single, end_op_mult;
    assign start_op_zero = start_op & op_sel[2];
    assign start_op_single = start_op & (op_sel != 3'b000) & ~op_sel[2];
    assign start_op_mult   = start_op & (op_sel == 3'b000);
    zero_cycle #(.DATA_WIDTH(DATA_WIDTH), .RESULT_WIDTH(RESULT_WIDTH)) pass_through
    (
        .A(A),
        .B(B),
        .op_sel(op_sel),
        .clk(clk),
        .rst(rst),
        .start_op(start_op_zero),
        .end_op(end_op_zero),
        .result(result_zero)
    );
    single_cycle1 #(.DATA_WIDTH(DATA_WIDTH), .RESULT_WIDTH(RESULT_WIDTH)) single
    (
        .A(A),
        .B(B),
        .op_sel(op_sel),
        .clk(clk),
        .rst(rst),
        .start_op(start_op_single),
        .end_op(end_op_single),
        .result(result_single)
    );
    three_cycle #(.DATA_WIDTH(DATA_WIDTH), .RESULT_WIDTH(RESULT_WIDTH)) mult
    (
        .A(A),
        .B(B),
        .clk(clk),
        .rst(rst),
        .start_op(start_op_mult),
        .end_op(end_op_mult),
        .result(result_mult)
    );
    assign result = op_sel[2] ? result_zero : (op_sel == 3'b000) ? result_mult : result_single;
    assign end_op = op_sel[2] ? end_op_zero : (op_sel == 3'b000) ? end_op_mult : end_op_single;
endmodule
module alu2 (A, B, op_sel, clk, rst, start_op, end_op, result);
    parameter DATA_WIDTH = 16;
    parameter RESULT_WIDTH = 32;
    input [DATA_WIDTH-1:0] A;
    input [DATA_WIDTH-1:0] B;
    input [2:0] op_sel;
    input clk;
    input rst;
    input start_op;
    output end_op;
    output [RESULT_WIDTH-1:0] result;
    wire [RESULT_WIDTH-1:0] result_zero, result_single;
    wire start_op_zero, start_op_single, end_op_zero, end_op_single;
    assign start_op_zero = start_op & ~op_sel[2];
    assign start_op_single = start_op & op_sel[2];
    zero_cycle #(.DATA_WIDTH(DATA_WIDTH), .RESULT_WIDTH(RESULT_WIDTH)) pass_through
    (
        .A(A),
        .B(B),
        .op_sel(op_sel),
        .clk(clk),
        .rst(rst),
        .start_op(start_op_zero),
        .end_op(end_op_zero),
        .result(result_zero)
    );
    single_cycle2 #(.DATA_WIDTH(DATA_WIDTH), .RESULT_WIDTH(RESULT_WIDTH)) single
    (
        .A(A),
        .B(B),
        .op_sel(op_sel),
        .clk(clk),
        .rst(rst),
        .start_op(start_op_single),
        .end_op(end_op_single),
        .result(result_single)
    );
    assign result = ~op_sel[2] ? result_zero : result_single;
    assign end_op = ~op_sel[2] ? end_op_zero : end_op_single;
endmodule
module zero_cycle (A, B, op_sel, clk, rst, start_op, end_op, result);
    parameter DATA_WIDTH = 16;
    parameter RESULT_WIDTH = 32;
    input [DATA_WIDTH-1:0] A;
    input [DATA_WIDTH-1:0] B;
    input [2:0] op_sel;
    input clk;
    input rst;
    input start_op;
    output logic end_op;
    output logic [RESULT_WIDTH-1:0] result;
    assign result = {A, B};
    assign end_op = start_op;  
endmodule
module single_cycle1 (A, B, op_sel, clk, rst, start_op, end_op, result);
    parameter DATA_WIDTH = 16;
    parameter RESULT_WIDTH = 32;
    input [DATA_WIDTH-1:0] A;
    input [DATA_WIDTH-1:0] B;
    input [2:0] op_sel;
    input clk;
    input rst;
    input start_op;
    output logic end_op;
    output logic [RESULT_WIDTH-1:0] result;
    always_ff @(posedge clk)
        if (rst)
            result <= '0;
        else
            case(op_sel)
                3'b001 : result <= A + B;
                3'b010 : result <= A - B;
                3'b011 : result <= A + B + 1;
                default : result <= '0;
            endcase
    always_ff @(posedge clk)
        if (rst)
            end_op <= '0;
        else
            end_op = (start_op == '1);
endmodule
module single_cycle2 (A, B, op_sel, clk, rst, start_op, end_op, result);
    parameter DATA_WIDTH = 16;
    parameter RESULT_WIDTH = 32;
    input [DATA_WIDTH-1:0] A;
    input [DATA_WIDTH-1:0] B;
    input [2:0] op_sel;
    input clk;
    input rst;
    input start_op;
    output logic end_op;
    output logic [RESULT_WIDTH-1:0] result;
    always_ff @(posedge clk)
        if (rst)
            result <= '0;
        else
            case(op_sel)
                3'b100 : result <= A | B;
                3'b101 : result <= A & B;
                3'b110 : result <= A ^ B;
                3'b111 : result <= {~A, ~B};
                default : result <= '0;
            endcase
    always_ff @(posedge clk)
        if (rst)
            end_op <= '0;
        else
            end_op = (start_op == '1);
endmodule
module three_cycle (A, B, clk, rst, start_op, end_op, result);
    parameter DATA_WIDTH = 16;
    parameter RESULT_WIDTH = 32;
    input [DATA_WIDTH-1:0] A;
    input [DATA_WIDTH-1:0] B;
    input clk;
    input rst;
    input start_op;
    output logic end_op;
    output logic [RESULT_WIDTH-1:0] result;
    typedef enum logic [1:0] {
        MUL_IDLE,
        MUL_START,
        MUL_WAIT
    } mul_state_t;
    mul_state_t mul_state;
    always_ff @(posedge clk) begin
        if (rst) begin
            mul_state <= MUL_IDLE;
            end_op <= '0;
            result <= '0;
        end else begin
            unique case (mul_state)
                MUL_IDLE: begin
                    if (start_op) begin
                        mul_state <= MUL_START;
                    end
                    end_op <= '0;
                end
                MUL_START: begin
                    mul_state <= MUL_WAIT;
                end             
                MUL_WAIT: begin
                    result <= A * B;
                    end_op <= '1;
                    mul_state <= MUL_IDLE;
                end
            endcase
        end
    end
endmodule
```
==> results.tsv <==
stage	metric	value	unit
min_path	min_delay_worst_endpoint	alu1.mult.mul_state[1]$_DFF_P_	
die	die_h	193.9	um
placed_design	portBuffers	70	
placed_design	detailedPlacementHpwl	37480	um
timing	worstMarginPinSlew	0.9556	ns
synthesis	synth.distinct_cells	82	
timing	final.setup.tns	0	ns
grt	grt_first_pass_wirelength	72930	um
placed_design	dpl_worst_slack	3.624	ns
grt	global_route.overflow_total	0	
grt	gr-usage-all-layers	0.2721	
drt	wire_per_inst	20.80	um
clock_network	clk_pin_slew	0.07	ns
placed_design	place_area	15830	sq um
critical_path	timing.critical_path.fanout_max	13	
timing	timing_hold_violations_final	0	
placed_design	gp_routability_congestion	0.9691	
die	core_area	35910	sq um
clock_network	postCtsSetupRepairBufs	0	
clock_network	clk_path_buf_depth	2	
critical_path	crit_top_cell	sky130_fd_sc_hd__fa_1	
drt	dr.pass1.iters	5	
clock_network	clkLatencyLatePin	0.38	ns
run	max_cap_viol_count	0	
critical_path	critical-path-top-delay-family	adder cells	
clock_network	clk_root_buffer_cell	sky130_fd_sc_hd__clkbuf_16	
synthesis	synth_area_per_cell	8.086	sq um
min_path	worst_hold_path.num_cells	1	
die	die_area	37580	sq um
clock_network	cts-htree-levels	3	
layout	layout-area-overhead-vs-synth	9.569	%
timing	maxSlewViolCount	0	
min_path	hold_path_startpoint	alu1.mult.mul_state[2]$_DFF_P_	
critical_path	worstReg2RegStart	alu1.single.result[30]$_SDFF_PP0_	
synthesis	ys_dominant_reg_cell	sky130_fd_sc_hd__dfxtp_1	
run	number_of_warnings_in_the_stage_logs	57	
critical_path	critical_path.n_buffers_inverters	6	
synthesis	yosys-stat-cells	1821	
critical_path	critPathSlowestCell	sky130_fd_sc_hd__clkdlybuf4s50_1	
die	placementRows	69	
timing	timing.fmax	101.9	MHz
drt	routed-via-count	12410	
clock_network	post_cts_resized	0	
timing	final_worst_path_period_need	9.814	ns
power_and_ir_drop	cell_internal_pwr	1.538	mW
critical_path	path_cells	clkdlybuf4s50_1 > inv_1 > nor2_1 > fa_1 > inv_1 > fa_1 > fa_1 > fa_1 > inv_1 > fa_1 > inv_1 > fa_1 > inv_1 > ha_1 > nand3_1 > nor2_1 > a21oi_1 > o311a_1 > o21ai_1 > a21o_1 > a21oi_1 > or4b_1 > o311ai_0	
synthesis	postSynthSeqShare	0.1210	
synthesis	synth_cells	1821	
power_and_ir_drop	finalPower	3.359	mW
run_status	outcome	completed	
min_path	hold_class	reg2reg	
synthesis	synth.yosys.chip_area	14720	sq um
grt	grt_max_degree	59	
layout	post_route_cells_drive_above_1_share	0.04124	
synthesis	syn-cell-area	14720	sq um
layout	design_area	16130	sq um
grt	first_global_vias	12180	
power_and_ir_drop	pwr-share-seq	0.084	
synthesis	yosysWarnings	3	
drt	dr.first_iter.drc_count	839	
grt	antenna_found_initial	2	
synthesis	enable_flop_cells	0	
critical_path	cp_slowest_stage_delay	1.03	ns
drt	via_per_inst	5.384	
power_and_ir_drop	static-leakage-power	7.833	nW
die	floorplan.die.width	193.9	um
power_and_ir_drop	pwr-share-clk	0.083	
drt	drc	0	
critical_path	timing.reg2reg.setup_slack	11.18	ns
power_and_ir_drop	power.share.switching	0.5422	
drt	finalWirelength	47940	um
power_and_ir_drop	power-per-cell-area	208.2	nW/um^2
timing	finalSetupViolations	0	
critical_path	reg2reg_to	alu2.single.result[3]$_SDFF_PP0_	
timing	timing.final.crit_share	0.7216	
critical_path	crit_path_start_kind	primary input	
power_and_ir_drop	vdd_ir_drop_max	0.0003380	V
clock_network	postCtsHoldBufs	0	
timing	fin_hold_ws	0.4435	ns
clock_network	cts_num_sinks	89	
critical_path	criticalPathCategory	in2reg	
synthesis	async_reset_ff_frac	0	
timing	rsz0062_at_grt	no	
critical_path	r2r_cells	9	
critical_path	cp_data_arrival_time	10.09	ns
drt	postRouteAntennaNets	0	
power_and_ir_drop	power.combinational.fraction	0.834	
synthesis	postSynthRegisterBits	89	
die	floorplan.core_util	0.4100	
clock_network	clock_tree_from_tritoncts	yes	
timing	worst_slew_margin_rel	0.3609	
clock_network	tritoncts.num_buffers	9	
timing	setup_ws	3.786	ns
power_and_ir_drop	power.switching	1.821	mW
critical_path	worstSetupEndpointType	flip-flop	
timing	worst_clock_skew	0.009294	ns
die	boundaryPins	71	
critical_path	worst_endpoint_required_time	13.88	ns
==> synthesized netlist by cell type, types with 22 or more instances <==
master	instances	share of area
sky130_fd_sc_hd__a211oi_1	25	0.013
sky130_fd_sc_hd__and2_1	23	0.0098
sky130_fd_sc_hd__inv_1	347	0.088
sky130_fd_sc_hd__fa_1	196	0.27
sky130_fd_sc_hd__mux2i_1	24	0.016
sky130_fd_sc_hd__xnor2_1	43	0.026
sky130_fd_sc_hd__nand2_1	178	0.045
sky130_fd_sc_hd__o21ai_0	26	0.0088
sky130_fd_sc_hd__ha_1	169	0.14
sky130_fd_sc_hd__clkbuf_1	70	0.018
sky130_fd_sc_hd__o22ai_1	22	0.0093
sky130_fd_sc_hd__a21o_1	46	0.023
sky130_fd_sc_hd__dfxtp_1	89	0.12
sky130_fd_sc_hd__a21oi_1	117	0.040
sky130_fd_sc_hd__nor2_1	225	0.057
==> layout by cell type, fill, tap and decap left out, types with 6 or more instances in the layout <==
cell type                         count
sky130_fd_sc_hd__a211oi_1            25
sky130_fd_sc_hd__a21o_1              46
sky130_fd_sc_hd__a21oi_1            117
sky130_fd_sc_hd__a31oi_1              9
sky130_fd_sc_hd__and2_1              23
sky130_fd_sc_hd__and3_1               6
sky130_fd_sc_hd__buf_4               24
sky130_fd_sc_hd__clkbuf_16            9
sky130_fd_sc_hd__clkdlybuf4s50_1     68
sky130_fd_sc_hd__dfxtp_1             88
sky130_fd_sc_hd__fa_1               196
sky130_fd_sc_hd__ha_1               169
sky130_fd_sc_hd__inv_1              347
sky130_fd_sc_hd__mux2i_1             24
sky130_fd_sc_hd__nand2_1            178
sky130_fd_sc_hd__nand2b_1            11
sky130_fd_sc_hd__nand3_1             16
sky130_fd_sc_hd__nor2_1             224
sky130_fd_sc_hd__nor2b_1             14
sky130_fd_sc_hd__nor3_1              12
sky130_fd_sc_hd__o21ai_0             26
sky130_fd_sc_hd__o21bai_1             9
sky130_fd_sc_hd__o22ai_1             22
sky130_fd_sc_hd__or2_2                6
sky130_fd_sc_hd__xnor2_1             43
sky130_fd_sc_hd__xor2_1              17
==> through the flow <==
step,util,cells
2_1_floorplan,-,1821
3_3_place_gp,0.4407,2289
3_5_place_dp,0.4407,2289
4_1_cts,0.4491,2304
5_1_grt,0.4491,2304
6_report,0.4492,2305
==> power by group through the flow <==
| stage | clock, mW | sequential, mW | combinational [mW] |
|---|---|---|---|
| 4_1_cts | 0.284 | 0.281 | 2.80 |
| 5_1_grt | 0.295 | 0.282 | 3.20 |
| 6_report | 0.278 | 0.281 | 2.80 |
==> worst max path at each step <==
stage,startpoint,endpoint,slack (ns),depth (start not counted)
CTS,A1[6],alu1.mult.result[29]$_SDFFE_PP0P_,4.01,22
global route,B1[7],alu1.mult.result[30]$_SDFFE_PP0P_,3.56,22
finish,A1[5],alu1.mult.result[29]$_SDFFE_PP0P_,3.79,23
==> kinds of logic after synthesis <==
kind of cell               Yosys count  synth area share
and+or+nand+nor                    524            0.1586
buffers and inverters              440            0.1135
adders and majority gates          365            0.4101
AOI/OAI and AO/OA                  317            0.1429
DFF                                 89            0.1210
xor gates and xnor gates            61           0.03679
muxes                               25           0.01708
==> layer usage <==
metal | global-route usage | vias to the layer above | share of wire
met1 | 0.3793 | 6008 | 0.42
li1 | - | 5791 | -
met3 | 0.1211 | 77 | 0.12
met4 | 0.08671 | 4 | 0.038
met2 | 0.3879 | 530 | 0.43
met5 | 0.01149 | - | 0.0015
==> area by class of cell <==
class,count,area (sq um)
sequential,89,1783
clock buffer,10,239.0
antenna,1,2.502
multi-input combinational,1292,11270
clock inverter,5,63.81
fill,3575,19780
timing repair buffer,93,865.8
tap,461,576.8
inverter,354,1329
==> flip-flops by register name, summed over array words and instances, names as in the netlist <==
signal / cells
alu1.mult.end_op: 1
alu1.mult.mul_state: 3
alu1.mult.result: 32
alu1.single.end_op: 1
alu1.single.result: 19
alu2.single.end_op: 1
alu2.single.result: 32
Power is estimated from default activity; no workload was simulated.
