File: flow/config.mk
export PLATFORM = sky130hd
export DESIGN_NAME = BarrelShifter
export DESIGN_NICKNAME = BarrelShifter
export VERILOG_FILES = /design/flow/design.v
export SDC_FILE = /design/flow/constraint.sdc
export NUM_CORES = 4
export LEC_CHECK = 1
export CORE_AREA = 10 10 110 110
export DIE_AREA = 0 0 120 120
File: flow/run.sh
#!/bin/bash
# OpenROAD 26Q1-2900-gdf79404cd8, Yosys 0.63+post, stock flow scripts
make -C /OpenROAD-flow-scripts/flow DESIGN_CONFIG=/design/flow/config.mk WORK_HOME=/design/flow/orfs finish
File: flow/design.v
interface intf(input logic clk, rst);
        parameter DATA_WIDTH = 16;
        parameter RESULT_WIDTH = 32;
        logic [DATA_WIDTH-1:0] A;
        logic [DATA_WIDTH-1:0] B;
        logic [2:0] op_sel;
        logic start_op;
        logic [RESULT_WIDTH-1:0] result;
        logic end_op;
endinterface
package mipspkg;
    typedef struct packed {
        logic [5:0]  opcode;
        logic [25:0] payload;
    } mips_generic_format_t;
    typedef struct packed {
        logic [5:0] opcode;
        logic [4:0] rs;
        logic [4:0] rt;
        logic [4:0] rd;
        logic [4:0] shamt;
        logic [5:0] funct;
    } mips_r_format_t;
    typedef struct packed {
        logic [5:0]  opcode;
        logic [4:0]  rs;
        logic [4:0]  rt;
        logic [15:0] immediate;
    } mips_i_format_t;
    typedef struct packed {
        logic [5:0]  opcode;
        logic [25:0] address;
    } mips_j_format_t;
    typedef union packed {
        logic [31:0]          raw;
        mips_generic_format_t generic;
        mips_r_format_t       r;
        mips_i_format_t       i;
        mips_j_format_t       j;
    } mips_instruction_t;
    function void DecodeInstruction(input mips_instruction_t instruction);
        logic [5:0] opcode;
        opcode = instruction.generic.opcode;
        $display("Instruction 0x%08h", instruction.raw);
        if (opcode == 6'h00) begin
            $display("  Format: R");
            $display("  opcode=0x%02h rs=%0d rt=%0d rd=%0d shamt=%0d funct=0x%02h",
                     instruction.r.opcode,
                     instruction.r.rs,
                     instruction.r.rt,
                     instruction.r.rd,
                     instruction.r.shamt,
                     instruction.r.funct);
        end else if ((opcode == 6'h02) || (opcode == 6'h03)) begin
            $display("  Format: J");
            $display("  opcode=0x%02h address=0x%07h",
                     instruction.j.opcode,
                     instruction.j.address);
        end else begin
            $display("  Format: I");
            $display("  opcode=0x%02h rs=%0d rt=%0d immediate=0x%04h",
                     instruction.i.opcode,
                     instruction.i.rs,
                     instruction.i.rt,
                     instruction.i.immediate);
        end
        $display("");
    endfunction
endpackage
module Mux2to1 #(parameter int N = 32) (
    input  logic [N-1:0] A,
    input  logic [N-1:0] B,
    input  logic         Sel,
    output logic [N-1:0] Y
);
    assign Y = Sel ? B : A;
endmodule
module BarrelShifter #(parameter int N = 32) (
    input  logic [N-1:0]              In,
    input  logic [$clog2(N)-1:0]      ShiftAmount,
    input  logic                       ShiftIn,
    output logic [N-1:0]               Out
);
    localparam int STAGES = $clog2(N);
    logic [N-1:0] stage [0:STAGES];
    assign stage[0] = In;
    genvar k;
    generate
        for (k = 0; k < STAGES; k++) begin : g_stage
            localparam int SHIFT = 1 << (STAGES - 1 - k);
            logic [N-1:0] shifted;
            assign shifted = {stage[k][N-1-SHIFT:0], {SHIFT{ShiftIn}}};
            Mux2to1 #(.N(N)) u_mux (
                .A   (stage[k]),
                .B   (shifted),
                .Sel (ShiftAmount[STAGES-1-k]),
                .Y   (stage[k+1])
            );
        end
    endgenerate
    assign Out = stage[STAGES];
endmodule
File: flow/constraint.sdc
current_design BarrelShifter

set clk_period 2.3
set clk_io_pct 0.2

create_clock -name clk0 -period $clk_period

set non_clock_inputs [all_inputs -no_clocks]
set_input_delay [expr $clk_period * $clk_io_pct] -clock clk0 $non_clock_inputs
set_output_delay [expr $clk_period * $clk_io_pct] -clock clk0 [all_outputs]
==> flow_metrics.tcl <==
# place-and-route summary
set metrics [dict create \
    core_area_sq_mm 0.00977 \
    initCoreUtil_pct 23.8 \
    seqCellArea_sq_um 0 \
    worstHoldStart "In[0]" \
    warning_count 34 \
    grt_pass1_wl_um 19500 \
    die_width_um 120 \
    ioPinCount 70 \
    synth_area_sq_mm 0.00233 \
    min_path_cells 3 \
    hp-class "input pin to primary output" \
    sw_frac_of_total_pct 41.9 \
    crit_required_ns 1.84 \
    ys_types 54 \
    fin_util_pct 53.2 \
    startpoint "ShiftAmount[3]" \
    slew_viol_final 0 \
    drtIter0Drc 161 \
    netSwitchingPower_uw 527 \
    yosysMostFrequentCell "mux2_2" \
    grt_usage_pct 16.7 \
    layout-drive-gt1-share_pct 77.0 \
    seq_cell_count 0 \
    area_growth_pct 124 \
    ys_area_sq_mm 0.00233 \
    cp-start-kind "input pin" \
    die_area_sq_mm 0.0144 \
    row_count 36 \
    yosysTopAreaCellShare_pct 18.4 \
    internal_power_uw 730 \
    setup_ws_ns -0.273 \
    fin_crit_sh_pct 112 \
    worst_slew_pin_slew_ns 0.335 \
    seq_area_frac_synth_pct 0 \
    outcome "finished with violations" \
    fin_cells 629 \
    p_leak_nw 2.29 \
    cp.arrival_ns 2.11 \
    drv_cap 0 \
    via_count 3431 \
    yosys_warnings 3 \
    seq_power_share_pct 0 \
    peakVddDrop_v 0.000104 \
    cp-end-kind "primary output" \
    pwr_density_cell_mw_per_mm2 242 \
    yosys-top-cells-area "mux4_2 18%, mux2_2 16%, mux2i_1 11%" \
    dp_cells 570 \
    hold_violations 0 \
    gp_congestion 0.991 \
    synthCells 281 \
    dpl.hpwl_um 8690 \
    max_freq_mhz 389 \
    grt_pass1_vias 3557 \
    yosys_cells 281 \
    critical_path_class "input pin to primary output" \
    wirelength_um 12600 \
    violations "setup timing" \
    nClkBuffers 0 \
    slew_headroom_pct 77.3 \
    viasPerCell 5.45 \
    grt.overflow.total 0 \
    fill_cells 801 \
    finalCriticalPeriod_ns 2.57 \
    ant_nets 0 \
    synth.avg_cell_area_sq_um 8.28 \
    cts_hold_buf 0 \
    antenna_found_initial 0 \
    whs_ns 1.33 \
    antenna_cells 0 \
    wire_per_inst_um 20.1 \
    crit_fanout 5 \
    drc_errors 0 \
    power_frac_comb_pct 100.0 \
    io_buffers 70 \
    setup-violations-final 26 \
    common_cells "33 x mux2_2, 26 x mux2i_1, 21 x nand2_1" \
    top_area_cell "mux4_2" \
    rsz0062_at_grt "true" \
    firstDrtPassIters 4 \
    clkPwrFrac_pct 0 \
    grt_max_degree 16 \
    dieHeight_um 120 \
]
[area by class of cell]
class                           instances  area [sq um]  share of cell area, %
Inverter                                4          18.8                  0.361
Multi-Input combinational cell        249          2840                   54.6
Tap cell                              133           166                   3.20
Timing Repair Buffer                  243          2170                   41.8
[metrics by stage]
stage | setup slack [ns] | cell area [sq um] | TNS, ns | total power [mW]
6_report | -0.273 | 5200 | -3.39 | 1.26
5_1_grt | -0.305 | 5200 | -4.82 | 1.34
4_1_cts | -0.287 | 4820 | -3.20 | 1.13
3_5_place_dp | -0.879 | 3930 | -24.05 | 0.914
3_3_place_gp | -0.855 | 3930 | -24.02 | 0.915
2_1_floorplan | 0.00586 | 2330 | 0 | 0.404
[cells by family after synthesis]
group	count (synthesis)	synth area share [%]
simple gates	73	15.8
compound gates	93	28.2
buf+inv	32	7.74
mux	83	48.3
[final timing paths]
check | endpoint | slack, ns
setup / recovery | Out[31] | -0.27
hold / removal | Out[0] | 1.33
[worst max-delay path, stage by stage]
cell and delay (ns):
buf_12 0.12, buf_12 0.14, mux2_4 0.31, mux4_2 0.50, a22o_1 0.22, a211o_1 0.24, buf_2 0.12
[metal layers]
metal | share of wire, % | vias up | global-route usage (%) | wire length (um)
met4 | 1.7 | 0 | 1.51 | 209
met2 | 48 | 162 | 28.4 | 6050
met1 | 41 | 1674 | 21.0 | 5190
met3 | 9.4 | 21 | 5.19 | 1190
met5 | 0 | - | 0 | 0
li1 | - | 1574 | - | -
[cell usage in the layout (no fill, tap or decap), types with 6 or more instances in the layout]
master / instances
nand2_1: 20
o21ai_2: 6
mux2i_2: 7
mux2i_1: 16
mux2_4: 30
buf_6: 44
buf_16: 8
buf_2: 50
dlygate4sd2_1: 7
nor2_1: 12
mux4_2: 19
buf_4: 116
a22oi_2: 9
mux2_2: 8
buf_12: 8
a21oi_2: 8
[power groups by stage]
| stage | sequential [mW] | combinational (mW) | clock, mW |
|---|---|---|---|
| after CTS | 0 | 1.13 | 0 |
| after global routing | 0 | 1.34 | 0 |
| final | 0 | 1.26 | 0 |
[what timing repair did]
action                                  in CTS  in global routing
gates cloned                                 8                  0
endpoints found under the setup margin      32                 30
setup buffers                               44                 13
resized                                    375                 63
pin swaps                                   54                 31
Power is estimated from default activity; no workload was simulated.
