<file path="flow/run.sh">
#!/bin/bash
# OpenROAD 26Q1-2900-gdf79404cd8, Yosys 0.63+post, stock flow scripts
make -C /OpenROAD-flow-scripts/flow DESIGN_CONFIG=/design/flow/config.mk WORK_HOME=/design/flow/orfs finish
</file>
<file path="flow/config.mk">
export PLATFORM = sky130hd
export DESIGN_NAME = NxN_multiplier
export DESIGN_NICKNAME = NxN_multiplier
export VERILOG_FILES = /design/flow/design.v
export SDC_FILE = /design/flow/constraint.sdc
export NUM_CORES = 4
export LEC_CHECK = 1
export CORE_AREA = 10 10 71 71
export DIE_AREA = 0 0 81 81
</file>
<file path="flow/constraint.sdc">
current_design NxN_multiplier

set clk_period 5.2
set clk_io_pct 0.2

create_clock -name clk0 -period $clk_period

set non_clock_inputs [all_inputs -no_clocks]
set_input_delay [expr $clk_period * $clk_io_pct] -clock clk0 $non_clock_inputs
set_output_delay [expr $clk_period * $clk_io_pct] -clock clk0 [all_outputs]
</file>
<file path="flow/design.v">
interface intf(input logic clk, rst);
        parameter DATA_WIDTH = 16;
        parameter RESULT_WIDTH = 32;
        logic [DATA_WIDTH-1:0] A;
        logic [DATA_WIDTH-1:0] B;
        logic [2:0] op_sel;
        logic start_op;
        logic [RESULT_WIDTH-1:0] result;
        logic end_op;
endinterface
package mipspkg;
    typedef struct packed {
        logic [5:0]  opcode;
        logic [25:0] payload;
    } mips_generic_format_t;
    typedef struct packed {
        logic [5:0] opcode;
        logic [4:0] rs;
        logic [4:0] rt;
        logic [4:0] rd;
        logic [4:0] shamt;
        logic [5:0] funct;
    } mips_r_format_t;
    typedef struct packed {
        logic [5:0]  opcode;
        logic [4:0]  rs;
        logic [4:0]  rt;
        logic [15:0] immediate;
    } mips_i_format_t;
    typedef struct packed {
        logic [5:0]  opcode;
        logic [25:0] address;
    } mips_j_format_t;
    typedef union packed {
        logic [31:0]          raw;
        mips_generic_format_t generic;
        mips_r_format_t       r;
        mips_i_format_t       i;
        mips_j_format_t       j;
    } mips_instruction_t;
    function void DecodeInstruction(input mips_instruction_t instruction);
        logic [5:0] opcode;
        opcode = instruction.generic.opcode;
        $display("Instruction 0x%08h", instruction.raw);
        if (opcode == 6'h00) begin
            $display("  Format: R");
            $display("  opcode=0x%02h rs=%0d rt=%0d rd=%0d shamt=%0d funct=0x%02h",
                     instruction.r.opcode,
                     instruction.r.rs,
                     instruction.r.rt,
                     instruction.r.rd,
                     instruction.r.shamt,
                     instruction.r.funct);
        end else if ((opcode == 6'h02) || (opcode == 6'h03)) begin
            $display("  Format: J");
            $display("  opcode=0x%02h address=0x%07h",
                     instruction.j.opcode,
                     instruction.j.address);
        end else begin
            $display("  Format: I");
            $display("  opcode=0x%02h rs=%0d rt=%0d immediate=0x%04h",
                     instruction.i.opcode,
                     instruction.i.rs,
                     instruction.i.rt,
                     instruction.i.immediate);
        end
        $display("");
    endfunction
endpackage
module full_adder(a, b, cin, sum, cout);
    input  wire a;         
    input  wire b;         
    input  wire cin;       
    output wire sum;       
    output wire cout;       
    assign sum = a ^ b ^ cin;
    assign cout = (a & b) | (b & cin) | (a & cin);
endmodule
module multiplier_cell(m, q, pp_in, carry_in, pp_out, carry_out, m_out, q_out);
    input  wire m;         
    input  wire q;         
    input  wire pp_in;     
    input  wire carry_in;  
    output wire pp_out;    
    output wire carry_out; 
    output wire m_out;     
    output wire q_out;      
    assign m_out = m;
    assign q_out = q;
    wire partial_product;
    assign partial_product = m & q;
    wire sum, co;
    full_adder fa(pp_in, partial_product, carry_in, sum, co);
    assign pp_out = sum;
    assign carry_out = co;
endmodule
module NxN_multiplier (multiplicand, multiplier, product);
    parameter N = 4;
    input  wire [N-1:0] multiplicand;
    input  wire [N-1:0] multiplier;
    output wire [2*N-1:0] product;
    wire [N-1:0] pp [N-1:0];  
    wire [N-1:0] carry [N-1:0];  
    wire [N-1:0] m_out [N-1:0];  
    wire [N-1:0] q_out [N-1:0];  
    genvar i, j, k;
    generate
        for (i = 0; i < N; i++) begin : rows
            for (j = 0; j < N; j++) begin : cols
                wire m_in, q_in, pp_in_w, carry_in_w;
                if (i == 0)
                    assign m_in = multiplicand[j];
                else
                    assign m_in = m_out[i-1][j];
                if (j == 0)
                    assign q_in = multiplier[i];
                else
                    assign q_in = q_out[i][j-1];
                if (i == 0)
                    assign pp_in_w = 1'b0;
                else if (j < N-1)
                    assign pp_in_w = pp[i-1][j+1];
                else
                    assign pp_in_w = carry[i-1][N-1];
                if (j == 0)
                    assign carry_in_w = 1'b0;
                else
                    assign carry_in_w = carry[i][j-1];
                multiplier_cell mc(
                    .m(m_in),
                    .q(q_in),
                    .pp_in(pp_in_w),
                    .carry_in(carry_in_w),
                    .pp_out(pp[i][j]),
                    .carry_out(carry[i][j]),
                    .m_out(m_out[i][j]),
                    .q_out(q_out[i][j])
                );
            end
        end
    endgenerate
    for (k = 0; k < 2*N; k = k + 1) begin : result_collection
        if (k < N) begin
            assign product[k] = pp[k][0];
        end else if (k < 2*N-1) begin
            assign product[k] = pp[N-1][k-N+1];
        end else begin
            assign product[k] = carry[N-1][N-1];
        end
    end
endmodule
</file>
==> results.txt <==
yosys + openroad results -> status=finished with violations, failing checks=setup timing, VDD IR-drop max=0.0000153 V, synthesis warning total=1, Syn Area/Cell=8.30 um^2, Final Max Tran Viols=0, Layout Utilization=17.1%, vias per inst=2.77, Cells on Worst Hold Path=4, DRC=0, CP peak stage delay=0.49 ns, Inserted Diodes=0, Synth Seq Share=0%, count of different cell masters after synthesis=6, pre-CTS WS=-0.972 ns, Crit Path Category=input pin to output pin, CP Capture Type=output pin, critical path launch point type=input pin, placed standard-cell area=622 um^2, share of layout cells above drive strength 1=42.9%, FFs & Latches=0, crit-path cells=buf_6 > and2_4 > ha_4 > inv_2 > fa_2 > inv_2 > fa_1 > inv_1 > fa_2 > inv_2 > fa_1 > fa_2 > fa_2 > inv_2 > fa_1 > inv_1 > buf_2, top cell type by total area after synthesis=fa_1, # rows=22, Yosys chip area=407 um^2, Core Region=3630 um^2, CP arrival=4.33 ns, vias in the first global route=332, Pre-Repair DR Iteration Count=2, tool warning count=35, worst min path class=input pin to output pin, Fmax=186 MHz, hold buffers post-CTS=0, gr usage total=2.59%, Critical-path top delay cell=fa_1, worst hold slack=2.75 ns, Cell area leaders=fa_1, and2_1, buf_4, port bufs=16, WP buf/inv=8, die width=81 um, logic area=330 um^2, fin worst setup slack=-0.167 ns, RSZ-0062 raised after global routing=true, Crit. path cell count=17, Synth-to-Final Area Change=52.9%, Ports=16, Setup violations, final=2, 1st-iter DRT viols=9, via count=308, delay-heaviest family, CP=adder cells, FF+latch area=0 um^2, Power Density=93.3 nW/um^2, half-perimeter wire length after placement=852 um, Crit path required time=4.16 ns, hold endpoint=product[5], Synth Cell Area=407 um^2, routability cong.=0.703, filler cell count=417, Mapped Cells=49, core utilization at floorplan=11.2%, post-route clock period utilization=103%, per-cell routed wire length=7.95 um, worst-margin pin slew=0.123 ns, Final min period=5.37 ns, worst-path fanout max=2, first-pass GRT wire length=1380 um, GRT overflow=0, Leak=0.287 nW, Hold Crit Start=multiplicand[2], final wirelength=882 um, Slew headroom=91.8%, post-route cell area=622 um^2, clock buffer count in the final layout=0, cells in synth_stat.txt=49, die area=6560 um^2, initial antenna violation count=0, setup bufs post-CTS=0, die y size=81 um, Max-Cap Viols=0, pin count of the biggest net entering global routing=5, DRT antenna net count=0, final hold violations=0, area share, top type=39.4%
report_power, final:
part	leakage [nW]	internal, W	switching [W]
Combinational	0.287	0.0000368	0.0000212
Clock	0	0	0
Sequential	0	0	0
Total	0.287	0.0000368	0.0000212
cells in the mapped netlist:
| master | number |
|---|---|
| buf_4 | 8 |
| nand2_1 | 5 |
| inv_1 | 13 |
| fa_1 | 8 |
| ha_1 | 4 |
| and2_1 | 11 |
placed cells by master, fill, tap and decap left out, types with 4 or more instances in the layout:
master / count
fa_1: 4
fa_2: 4
nand2_1: 4
and2_1: 9
clkdlybuf4s50_1: 8
buf_2: 5
buf_4: 6
inv_2: 5
inv_1: 8
timing repair:
item                                    in CTS  in global routing
endpoints found under the setup margin       4                  3
gates resized                               36                  2
pin swaps                                   11                  4
cells by family after synthesis:
group / synth area share (%)
AND/OR/NAND/NOR: 21.5
buffers and inverters: 26.8
adder cells (fa/ha/maj): 51.7
area by class of cell:
| type | instances | share of cell area [%] |
|---|---|---|
| inverters | 13 | 7.85 |
| multi-input cells | 28 | 53.1 |
| well taps | 48 | 9.66 |
| repair buffers | 22 | 29.4 |
per-layer routing:
metal	part of all wire, %	wire length, um	up-vias	global-route usage (%)
met3	7.6	67	0	0.891
met4	0	0	0	0
met1	38	338	143	2.75
met2	54	476	7	5.10
li1	-	-	158	-
met5	0	0	-	0
through the flow:
step                instances  power (W)  TNS (ns)
floorplan                  49  0.0000388   -0.0672
global route              111  0.0000677    -0.435
CTS                       111  0.0000611    -0.360
finish                    111  0.0000580    -0.171
detailed placement        111  0.0000638     -2.71
global placement          111  0.0000642     -2.69
how the worst max path moves through the flow:
stage	to	slack [ns]	start
finish	product[6]	-0.17	multiplicand[0]
global route	product[6]	-0.28	multiplicand[1]
CTS	product[6]	-0.27	multiplicand[0]
Power figures rest on the tool's default switching activity, not on a simulated workload.
